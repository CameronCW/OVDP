==> /design/flow/design.v <==
module coeff_rom (
    input wire [3:0] phase,       
    input wire [2:0] tap_index,   
    output reg signed [15:0] coeff
);
    always @(*) begin
        case (phase)
            4'd0: case (tap_index)
                0: coeff = 16'sd218;   1: coeff = -379;   2: coeff = -2418;  3: coeff = 9643;
                4: coeff = 20288;      5: coeff = 6490;   6: coeff = -953;   7: coeff = -120;
            endcase
            4'd1: case (tap_index)
                0: coeff = 216;    1: coeff = -483;   2: coeff = -2134;  3: coeff = 10584;
                4: coeff = 19996;  5: coeff = 5695;   6: coeff = -1022;  7: coeff = -84;
            endcase
            4'd2: case (tap_index)
                0: coeff = 211;    1: coeff = -582;   2: coeff = -1810;  3: coeff = 11502;
                4: coeff = 19642;  5: coeff = 4927;   6: coeff = -1072;  7: coeff = -49;
            endcase
            4'd3: case (tap_index)
                0: coeff = 203;    1: coeff = -676;   2: coeff = -1447;  3: coeff = 12394;
                4: coeff = 19229;  5: coeff = 4185;   6: coeff = -1104;  7: coeff = -16;
            endcase
            4'd4: case (tap_index)
                0: coeff = 193;    1: coeff = -764;   2: coeff = -1045;  3: coeff = 13257;
                4: coeff = 18758;  5: coeff = 3472;   6: coeff = -1119;  7: coeff = 16;
            endcase
            4'd5: case (tap_index)
                0: coeff = 179;    1: coeff = -844;   2: coeff = -605;   3: coeff = 14088;
                4: coeff = 18233;  5: coeff = 2790;   6: coeff = -1119;  7: coeff = 46;
            endcase
            4'd6: case (tap_index)
                0: coeff = 163;    1: coeff = -917;   2: coeff = -128;   3: coeff = 14884;
                4: coeff = 17656;  5: coeff = 2139;   6: coeff = -1103;  7: coeff = 74;
            endcase
            4'd7: case (tap_index)
                0: coeff = 145;    1: coeff = -980;   2: coeff = 386;    3: coeff = 15641;
                4: coeff = 17030;  5: coeff = 1520;   6: coeff = -1074;  7: coeff = 100;
            endcase
            4'd8: case (tap_index)
                0: coeff = 124;    1: coeff = -1033;  2: coeff = 936;    3: coeff = 16357;
                4: coeff = 16357;  5: coeff = 936;    6: coeff = -1033;  7: coeff = 124;
            endcase
            4'd9: case (tap_index)
                0: coeff = 100;    1: coeff = -1074;  2: coeff = 1520;   3: coeff = 17030;
                4: coeff = 15641;  5: coeff = 386;    6: coeff = -980;   7: coeff = 145;
            endcase
            4'd10: case (tap_index)
                0: coeff = 74;     1: coeff = -1103;  2: coeff = 2139;   3: coeff = 17656;
                4: coeff = 14884;  5: coeff = -128;   6: coeff = -917;   7: coeff = 163;
            endcase
            4'd11: case (tap_index)
                0: coeff = 46;     1: coeff = -1119;  2: coeff = 2790;   3: coeff = 18233;
                4: coeff = 14088;  5: coeff = -605;   6: coeff = -844;   7: coeff = 179;
            endcase
            4'd12: case (tap_index)
                0: coeff = 16;     1: coeff = -1119;  2: coeff = 3472;   3: coeff = 18758;
                4: coeff = 13257;  5: coeff = -1045;  6: coeff = -764;   7: coeff = 193;
            endcase
            4'd13: case (tap_index)
                0: coeff = -16;    1: coeff = -1104;  2: coeff = 4185;   3: coeff = 19229;
                4: coeff = 12394;  5: coeff = -1447;  6: coeff = -676;   7: coeff = 203;
            endcase
            4'd14: case (tap_index)
                0: coeff = -49;    1: coeff = -1072;  2: coeff = 4927;   3: coeff = 19642;
                4: coeff = 11502;  5: coeff = -1810;  6: coeff = -582;   7: coeff = 211;
            endcase
            4'd15: case (tap_index)
                0: coeff = -84;    1: coeff = -1022;  2: coeff = 5695;   3: coeff = 19996;
                4: coeff = 10584;  5: coeff = -2134;  6: coeff = -483;   7: coeff = 216;
            endcase
            default: coeff = 16'sd0;
        endcase
    end
endmodule
module output_conversion (
    input  wire        clk,
    input  wire        reset_n,
    input  wire signed [15:0] sample_L,
    input  wire               valid_L,
    input  wire signed [15:0] sample_R,
    input  wire               valid_R,
    input  wire [7:0]  volume,
    input  wire        mute,
    output reg signed [15:0] out_L,
    output reg signed [15:0] out_R,
    output reg               valid_out
);
    wire signed [15:0] up_L, up_R;
    wire valid_up_L, valid_up_R;
    polyphase_upsampler up_left (
        .clk(clk),
        .reset_n(reset_n),
        .in_sample(sample_L),
        .valid_in(valid_L),
        .out_sample(up_L),
        .valid_out(valid_up_L)
    );
    polyphase_upsampler up_right (
        .clk(clk),
        .reset_n(reset_n),
        .in_sample(sample_R),
        .valid_in(valid_R),
        .out_sample(up_R),
        .valid_out(valid_up_R)
    );
    wire signed [23:0] scaled_L = (mute) ? 24'sd0 : (up_L * volume);
    wire signed [23:0] scaled_R = (mute) ? 24'sd0 : (up_R * volume);
    always @(posedge clk) begin
        if (!reset_n) begin
            out_L <= 0;
            out_R <= 0;
            valid_out <= 0;
        end else if (valid_up_L && valid_up_R) begin
            out_L <= scaled_L >>> 8;
            out_R <= scaled_R >>> 8;
            valid_out <= 1;
        end else begin
            valid_out <= 0;
        end
    end
endmodule
module polyphase_upsampler (
    input wire clk,
    input wire reset_n,
    input wire signed [15:0] in_sample,
    input wire               valid_in,      
    output reg signed [15:0] out_sample,
	 output reg valid_out
);
    parameter UPSAMPLE_NUM = 274;
    parameter UPSAMPLE_DEN = 170;  
    reg [15:0] phase_accum = 0;
    wire [3:0] phase_index = phase_accum[15:12];  
    reg signed [15:0] sample_buf [0:7];
    reg [2:0] wr_ptr = 0;
    wire signed [15:0] coeff;
    reg [2:0] tap_index;
    coeff_rom coeffs (
        .phase(phase_index),
        .tap_index(tap_index),
        .coeff(coeff)
    );
    reg signed [31:0] acc = 0;
    reg [2:0] mac_ptr = 0;
    reg [2:0] rd_index = 0;
    reg signed [15:0] sample_val;
    reg mac_active = 0;
    always @(posedge clk) begin
			valid_out <= 0;
        if (!reset_n) begin
            wr_ptr <= 0;
            mac_ptr <= 0;
            phase_accum <= 0;
            mac_active <= 0;
            acc <= 0;
            out_sample <= 0;
        end else begin
            if (valid_in) begin
                sample_buf[wr_ptr] <= in_sample;
                wr_ptr <= wr_ptr + 1;
                phase_accum <= phase_accum + UPSAMPLE_NUM;
            end
            if (!mac_active && (phase_accum >= UPSAMPLE_DEN)) begin
                mac_active <= 1;
                mac_ptr <= 0;
                acc <= 0;
            end
            if (mac_active) begin
                tap_index <= mac_ptr;
                rd_index <= wr_ptr - mac_ptr - 1;
                sample_val <= sample_buf[rd_index & 3'b111];
                acc <= acc + sample_val * coeff;
                mac_ptr <= mac_ptr + 1;
                if (mac_ptr == 7) begin
							valid_out <= 1;
							mac_active <= 0;
							out_sample <= acc[30:15];   
							phase_accum <= phase_accum - UPSAMPLE_DEN;
                end
            end
        end
    end
endmodule
==> /design/flow/run.sh <==
#!/bin/bash
# OpenROAD 26Q1-2900-gdf79404cd8, Yosys 0.63+post, stock flow scripts
make -C /OpenROAD-flow-scripts/flow DESIGN_CONFIG=/design/flow/config.mk WORK_HOME=/design/flow/orfs finish
==> /design/flow/config.mk <==
export PLATFORM = sky130hd
export DESIGN_NAME = output_conversion
export DESIGN_NICKNAME = output_conversion
export VERILOG_FILES = /design/flow/design.v
export SDC_FILE = /design/flow/constraint.sdc
export NUM_CORES = 4
export LEC_CHECK = 1
export CORE_UTILIZATION = 40
export SYNTH_MEMORY_MAX_BITS = 65536
==> /design/flow/constraint.sdc <==
current_design output_conversion

set clk_period 16.1
set clk_io_pct 0.2

create_clock -name clk0 -period $clk_period [get_ports {clk}]

set non_clock_inputs [all_inputs -no_clocks]
set_input_delay [expr $clk_period * $clk_io_pct] -clock clk0 $non_clock_inputs
set_output_delay [expr $clk_period * $clk_io_pct] -clock clk0 [all_outputs]
==> impl_metrics.xml <==
<?xml version="1.0" encoding="UTF-8"?>
<metrics>
  <group name="clocking">
    <metric name="cts_root_buf" unit="">clkbuf_16</metric>
    <metric name="insertion_delay" unit="ps">690</metric>
    <metric name="tritoncts.num_buffers" unit="">82</metric>
    <metric name="count_of_cells_resized_by_post_cts_repair" unit="">0</metric>
    <metric name="clk_pin_slew_worst_paths" unit="ps">60</metric>
    <metric name="h_tree_levels" unit="">3</metric>
    <metric name="clock_sink_count" unit="">743</metric>
    <metric name="cts_tree" unit="">built</metric>
    <metric name="post_cts_hold_buffer_count" unit="">0</metric>
    <metric name="max-clock-path-buffers" unit="">3</metric>
    <metric name="postCtsSetupBuffers" unit="">0</metric>
  </group>
  <group name="final_layout">
    <metric name="final_layout_size_suffix_gt1_share" unit="%">7.802</metric>
    <metric name="area.growth.synth_to_final" unit="%">10.04</metric>
  </group>
  <group name="sta">
    <metric name="final.period_utilization" unit="%">54.45</metric>
    <metric name="timing.max_slew.rel_slack" unit="%">40.62</metric>
    <metric name="post_layout_minimum_cycle_time" unit="ps">8766</metric>
    <metric name="timing_worst_slew_pin_value" unit="ps">887.4</metric>
    <metric name="fmaxAchievable" unit="MHz">114.1</metric>
    <metric name="totalNegativeSetupSlack" unit="ps">0</metric>
    <metric name="fin_worst_skew" unit="ps">39.03</metric>
    <metric name="setup_viol" unit="">0</metric>
    <metric name="hold_ws" unit="ps">455.1</metric>
    <metric name="rsz0062_at_grt" unit="">no</metric>
    <metric name="hold_violations" unit="">0</metric>
    <metric name="final_max_slew_viol_count" unit="">0</metric>
  </group>
  <group name="synthesis">
    <metric name="synthesis.area" unit="mm^2">0.05715</metric>
    <metric name="synth_cells" unit="">5487</metric>
    <metric name="synth_async_sr_flop_share" unit="%">0</metric>
    <metric name="synthDistinctLibCells" unit="">101</metric>
    <metric name="ys_seq_share" unit="%">31.28</metric>
    <metric name="synthesis.yosys.warnings" unit="">3</metric>
    <metric name="synth-edff-count" unit="">300</metric>
    <metric name="synthesis.area_per_instance" unit="um^2">10.42</metric>
    <metric name="register_bit_total_from_synthesis" unit="">743</metric>
    <metric name="synth-cells-yosys" unit="">5487</metric>
    <metric name="yosys-stat-area" unit="mm^2">0.05715</metric>
    <metric name="postSynth.topFlopCell" unit="">dfxtp_1</metric>
  </group>
  <group name="worst_setup_path">
    <metric name="critical_path.max_stage_delay" unit="ps">870</metric>
    <metric name="critical-path-top-delay-family" unit="">adder cells</metric>
    <metric name="worst-path-max-fanout" unit="">28</metric>
    <metric name="worst-endpoint-arrival" unit="ps">9340</metric>
    <metric name="data_required_time_at_the_worst_endpoint" unit="ps">16670</metric>
    <metric name="number_of_buffer_and_inverter_stages_on_the_critical_path" unit="">6</metric>
    <metric name="critPathCaptureType" unit="">flop</metric>
    <metric name="worst_setup_path_start_kind" unit="">flop</metric>
    <metric name="cpMaxStageDelayCell" unit="">fa_1</metric>
    <metric name="r2r_slack" unit="ps">7330</metric>
    <metric name="timing.critical_path.mode_cell" unit="">fa_1</metric>
    <metric name="timing.setup.critical_path_class" unit="">reg -&gt; reg</metric>
  </group>
  <group name="global_routing">
    <metric name="antenna_found_initial" unit="">1</metric>
    <metric name="grt_pass1_wl" unit="um">229800</metric>
    <metric name="track_usage" unit="%">21.56</metric>
    <metric name="first_global_vias" unit="">40754</metric>
    <metric name="grt_max_degree" unit="">63</metric>
    <metric name="overflow" unit="">0</metric>
  </group>
  <group name="drt">
    <metric name="wl_per_cell" unit="um">19.05</metric>
    <metric name="drt_pre_antenna_iters" unit="">5</metric>
    <metric name="post-route-drc-count" unit="">0</metric>
    <metric name="number_of_drc_markers_in_iteration_0" unit="">2208</metric>
    <metric name="detail_route.vias_per_cell" unit="">5.094</metric>
    <metric name="final_antenna_net_count" unit="">0</metric>
    <metric name="drt_wl_total" unit="um">142000</metric>
    <metric name="route.vias.total" unit="">37969</metric>
  </group>
  <group name="min_path">
    <metric name="hp-class" unit="">reg -&gt; reg</metric>
  </group>
  <group name="floorplan">
    <metric name="dieArea" unit="mm^2">0.1444</metric>
    <metric name="placementRows" unit="">138</metric>
    <metric name="core_util_floorplan" unit="%">40.36</metric>
    <metric name="dieWidth" unit="um">380.0</metric>
    <metric name="ioPinCount" unit="">78</metric>
    <metric name="floorplan.core_area" unit="mm^2">0.1416</metric>
    <metric name="chipHeight" unit="um">380.0</metric>
  </group>
  <group name="placement">
    <metric name="placer_s_final_routability_congestion_estimate" unit="">1.005</metric>
    <metric name="port_buffers" unit="">77</metric>
    <metric name="dp_hpwl" unit="um">104200</metric>
  </group>
  <group name="job">
    <metric name="drv_cap" unit="">0</metric>
    <metric name="tool_warnings" unit="">45</metric>
  </group>
  <group name="run_status">
    <metric name="outcome" unit="">completed</metric>
  </group>
</metrics>
-- per-layer routing --
layer  global-route usage, %  wire [um]  vias up
met4                   4.398       3450        2
met1                   32.02      61480    18695
met2                   32.24      64460     1337
met3                   7.675      12620      212
li1                        -          -    17723
met5                       0         13        -
-- cells by family after synthesis --
| group | count (synthesis) | synth area share [%] |
|---|---|---|
| multiplexers | 156 | 4.322 |
| AND-OR/OR-AND | 670 | 8.254 |
| flip-flops | 743 | 31.28 |
| XOR/XNOR | 132 | 2.036 |
| AND/OR/NAND/NOR | 1585 | 13.67 |
| adder cells (fa/ha/maj) | 1044 | 32.55 |
| buffers and inverters | 1157 | 7.886 |
-- synthesized netlist by cell type, types with 61 or more instances --
master	instances	area share, %
ha_1	306	6.7
dfxtp_1	443	16
o21ai_0	104	0.91
a22oi_1	68	0.89
xnor2_1	84	1.3
fa_1	738	26
nor2b_1	107	1.2
inv_1	888	5.8
a22o_1	61	0.93
mux4_2	67	2.6
nand2_1	575	3.8
clkbuf_1	180	1.2
a21oi_1	139	1.2
edfxtp_1	300	16
and2_1	403	4.4
nor2_1	279	1.8
-- layout by cell type, fill, tap and decap left out, types with 23 or more instances in the layout --
| master | n |
|---|---|
| a21o_1 | 38 |
| a21oi_1 | 139 |
| a22o_1 | 61 |
| a22oi_1 | 68 |
| a31oi_1 | 29 |
| and2_1 | 403 |
| and3_1 | 23 |
| buf_4 | 117 |
| clkbuf_16 | 84 |
| clkdlybuf4s50_1 | 76 |
| dfxtp_1 | 436 |
| edfxtp_1 | 300 |
| fa_1 | 738 |
| ha_1 | 306 |
| inv_1 | 888 |
| mux2_2 | 56 |
| mux2i_1 | 31 |
| mux4_2 | 67 |
| nand2_1 | 575 |
| nand2b_1 | 32 |
| nand3_1 | 42 |
| nor2_1 | 279 |
| nor2b_1 | 107 |
| nor3_1 | 26 |
| o21ai_0 | 104 |
| xnor2_1 | 84 |
| xor2_1 | 47 |
-- worst paths after layout --
check	from	to	depth (start not counted)
worst max-delay path	up_right.phase_accum[13]	up_right.acc[29]	29
worst min-delay path	out_L[15]	out_L[15]	2
worst max register to register	up_right.phase_accum[13]	up_right.acc[29]	29
worst min register to register	out_L[15]	out_L[15]	2
-- area by class of cell --
cell class	count	area (um^2)
fill	13109	78700
multi-input combinational	3587	34820
sequential	743	17890
inverter	892	3348
tap	1890	2365
clock buffer	108	2312
timing repair buffer	193	1639
clock inverter	40	513.0
antenna	1	2.502
-- worst register-to-register path, delay by kind of cell, from the launching register on --
kind,cells,cell delay [ps]
buf+inv,6,1020
simple gates,7,1600
fa+ha+maj,7,3850
mux,1,230
compound gates,8,1270
flops,1,710
-- per-stage QoR --
| stage | util [%] | std cells | cell area, um^2 | setup WS, ps |
|---|---|---|---|---|
| after floorplan | - | 5487 | 57150 | 8374 |
| after global placement | 42.42 | 7305 | 60060 | 7248 |
| after detailed placement | 42.42 | 7305 | 60060 | 7234 |
| after CTS | 44.42 | 7453 | 62890 | 7420 |
| after global routing | 44.42 | 7453 | 62890 | 6920 |
| final | 44.42 | 7454 | 62890 | 7334 |
