==> design/flow/run.sh <==
#!/bin/bash
# OpenROAD 26Q1-2900-gdf79404cd8, Yosys 0.63+post, stock flow scripts
make -C /OpenROAD-flow-scripts/flow DESIGN_CONFIG=/design/flow/config.mk WORK_HOME=/design/flow/orfs finish
==> design/flow/config.mk <==
export PLATFORM = sky130hd
export DESIGN_NAME = sig_directional_buffer
export DESIGN_NICKNAME = sig_directional_buffer
export VERILOG_FILES = /design/flow/design.v
export SDC_FILE = /design/flow/constraint.sdc
export NUM_CORES = 4
export LEC_CHECK = 1
export CORE_UTILIZATION = 30
==> design/flow/constraint.sdc <==
current_design sig_directional_buffer

set clk_period 5.4
set clk_io_pct 0.2

create_clock -name clk0 -period $clk_period [get_ports {clk}]

set non_clock_inputs [all_inputs -no_clocks]
set_input_delay [expr $clk_period * $clk_io_pct] -clock clk0 $non_clock_inputs
set_output_delay [expr $clk_period * $clk_io_pct] -clock clk0 [all_outputs]
==> design/flow/design.v <==
module sig_directional_buffer #(
    parameter DEPTH = 8
)(
    input  wire        clk,
    input  wire        reset_n,
    input  wire        dir,             
    input  wire [31:0] sig_time,
    input  wire        sig_rise,
    input  wire        sig_fall,
    output wire [31:0] latest_time,
    output wire        latest_valid,
    output wire        latest_is_rise,
    output wire        latest_is_ltr
);
    reg [31:0] buf_ltr [0:DEPTH-1];
    reg [31:0] buf_rtl [0:DEPTH-1];
    reg        flag_ltr [0:DEPTH-1];   
    reg        flag_rtl [0:DEPTH-1];
    reg [2:0] ptr_ltr = 0;
    reg [2:0] ptr_rtl = 0;
    always @(posedge clk) begin
        if (!reset_n) begin
            ptr_ltr <= 0;
            ptr_rtl <= 0;
        end else begin
            if (sig_rise || sig_fall) begin
                if (!dir) begin
                    buf_ltr[ptr_ltr] <= sig_time;
                    flag_ltr[ptr_ltr] <= sig_rise;
                    ptr_ltr <= ptr_ltr + 1;
                end else begin
                    buf_rtl[ptr_rtl] <= sig_time;
                    flag_rtl[ptr_rtl] <= sig_rise;
                    ptr_rtl <= ptr_rtl + 1;
                end
            end
        end
    end
    assign latest_time     = (!dir) ? buf_ltr[(ptr_ltr-1) & 3'b111] : buf_rtl[(ptr_rtl-1) & 3'b111];
    assign latest_is_rise  = (!dir) ? flag_ltr[(ptr_ltr-1) & 3'b111] : flag_rtl[(ptr_rtl-1) & 3'b111];
    assign latest_is_ltr   = ~dir;
    assign latest_valid    = ((ptr_ltr != 0) || (ptr_rtl != 0));
endmodule
==> flow_metrics.tcl <==
# flow metrics
set metrics [dict create \
    p_total_mw 9.06 \
    final_area_um2 23900 \
    report.final.slew_viol_count 0 \
    drtPass1Iterations 6 \
    worst_pin_slew_ns 0.933 \
    ff_type "edfxtp_1" \
    cp_max_fo 30 \
    wl_per_cell_um 22.3 \
    reg2reg_from "ptr_ltr[0]$_SDFFE_PN0P_" \
    drive_gt1_frac 0.259 \
    routed_via_density 4.86 \
    rows 94 \
    grt_pass1_wl_um 63500 \
    ir_drop_mv 0.205 \
    r2r_slack_ns 2.70 \
    grt-ovfl-total 0 \
    postRouteAntennaNets 0 \
    area_leaders "edfxtp_1 78%, mux4_2 14%, o22ai_1 2.0%" \
    postSynthSeqShare 0.790 \
    synth_flops 534 \
    post_cts_resized 0 \
    p_per_area_nw_per_um2 379 \
    fp.dieW_um 262 \
    hold_viol 0 \
    dp_hpwl_um 24700 \
    route.detailed.drc 0 \
    antenna_found_initial 3 \
    place_congestion 0.781 \
    status "finished clean" \
    max_slew_margin 0.376 \
    wl_um 42300 \
    synth_stat.cells 875 \
    min_to "ptr_ltr[2]$_SDFFE_PN0P_" \
    largest_area_cell "edfxtp_1" \
    start_kind "register" \
    path_clk_slew_ns 0.06 \
    syn_area_um2 20200 \
    worstHoldStart "ptr_ltr[2]$_SDFFE_PN0P_" \
    n_fill_cell 5926 \
    grt_pass1_vias 10158 \
    ioPinCount 72 \
    vias 9222 \
    cts_tree "done" \
    synth_warnings 1 \
    end_kind "output pin" \
    dpl_cell_area_um2 22200 \
    syn_inst 875 \
    crit_type "register to output pin" \
    max_freq_mhz 208 \
    whs_path_depth 2 \
    ctsHoldBuffers 0 \
    timing.setup.tns_ns 0 \
    core_area_um2 66200 \
    die_area_um2 68400 \
    period_used_share 0.889 \
    n_antenna_cell 0 \
    syn_avg_cell_area_um2 23.1 \
    dieHeight_um 262 \
    maxCapViolCount 0 \
    fp_util 0.305 \
    arrival_ns 3.72 \
    gr-usage-all-layers 0.137 \
    cts_made_buffers 51 \
    root_buffer "clkbuf_16" \
    setup_violations 0 \
    max-clock-path-buffers 3 \
    edf_count 528 \
    rsz0062_at_grt "false" \
    openroad.warnings 27 \
    ys_types 29 \
    fin_crit_ns 4.80 \
    yosys-stat-area_um2 20200 \
    clk_latency_ns 0.60 \
    drt-initial-drc-count 639 \
    async_flop_share 0 \
    finClkSkew_ns 0.0230 \
    critical_path_required_ns 4.32 \
    p_leak_nw 7.22 \
    min_path_type "register to register" \
    portBuffers 71 \
    syn2layout_area_growth_pct 18.4 \
    synth_top_area_share 0.784 \
    clock-sinks 534 \
    h-tree-depth 2 \
    worstReg2RegEnd "buf_ltr[7][11]$_DFFE_PP_" \
    cts_setup_buffers 0 \
    grt_max_degree 40 \
    ff2ff_path_depth 4 \
]
cells in the mapped netlist, types with 5 or more instances:
| cell type | n |
|---|---|
| nand2b_1 | 5 |
| mux4_2 | 124 |
| ha_1 | 6 |
| clkbuf_1 | 14 |
| o22ai_1 | 66 |
| mux4_1 | 8 |
| buf_6 | 11 |
| nand2_1 | 6 |
| edfxtp_1 | 528 |
| nor2_1 | 41 |
| inv_1 | 8 |
| buf_2 | 12 |
| dfxtp_1 | 6 |
| nor3_1 | 9 |
how the worst max path moves through the flow:
stage	startpoint	end	slack, ns	cells after the start
after CTS	ptr_rtl[0]$_SDFFE_PN0P_	latest_is_rise	0.44	6
after global routing	ptr_rtl[0]$_SDFFE_PN0P_	latest_time[10]	0.27	6
final	ptr_rtl[0]$_SDFFE_PN0P_	latest_is_rise	0.60	6
critical path, stage by stage (launching register included):
cell and delay (ns):
dfxtp_4 0.59, buf_4 0.50, buf_4 0.65, mux4_2 0.61, o22ai_1 0.23, nor2_1 0.08
clkdlybuf4s50_1 0.46
cells in the final DEF, fill, tap and decap left out, types with 9 or more instances in the layout:
cell	n
buf_12	9
buf_4	29
clkbuf_16	52
clkdlybuf4s50_1	71
clkinv_2	14
edfxtp_1	528
mux4_2	124
nor2_1	33
o22ai_1	66
metrics by stage:
step,utilization,hold WS (ns),cells,worst slack [ns]
6_report,0.361,0.607,1898,0.597
5_1_grt,0.361,0.646,1898,0.270
4_1_cts,0.361,0.610,1898,0.439
3_5_place_dp,0.336,0.585,1803,0.918
3_3_place_gp,0.336,0.578,1803,0.923
2_1_floorplan,-,0.554,875,0.822
metal layers:
layer  vias up  global-route usage  share of wire
met5         -                   0        0.00095
met4         6              0.0226          0.020
met3        67              0.0864           0.13
met2       463               0.214           0.49
met1      4719               0.168           0.36
li1       3967                   -              -
cells by family after synthesis:
family                   share of synthesized area
buffers and inverters                       0.0166
AND/OR/NAND/NOR                             0.0163
AND-OR/OR-AND                               0.0222
XOR/XNOR                                   0.00130
adder cells (fa/ha/maj)                    0.00371
multiplexers                                 0.150
flip-flops                                   0.790
flip-flops by register name, indices dropped and copies added (netlist names):
register  flops
ptr_ltr       3
buf_rtl     256
ptr_rtl       3
buf_ltr     256
flag_rtl      8
flag_ltr      8
final cells by class:
cell class / instances / area (µm²) / share of cell area
sequential: 534 / 16000 / 0.668
multi-input combinational: 288 / 4030 / 0.169
clock buffer: 59 / 1340 / 0.0559
timing repair buffer: 109 / 1110 / 0.0463
tap: 864 / 1080 / 0.0452
clock inverter: 36 / 353 / 0.0147
inverter: 8 / 30.0 / 0.00126
report_power, final:
part	switching (mW)	internal (mW)	leakage (nW)	total, mW
Sequential	0.0282	4.61	4.81	4.63
Clock	1.49	2.07	0.828	3.56
Combinational	0.433	0.437	1.58	0.870
Power figures rest on the tool's default switching activity, not on a simulated workload.
