==> ./run.sh <==
#!/bin/bash
# OpenROAD 26Q1-2900-gdf79404cd8, Yosys 0.63+post, stock flow scripts
make -C /OpenROAD-flow-scripts/flow DESIGN_CONFIG=/design/flow/config.mk WORK_HOME=/design/flow/orfs finish
==> ./config.mk <==
export PLATFORM = sky130hd
export DESIGN_NAME = polyphase_stereo_wrapper_with_volume
export DESIGN_NICKNAME = polyphase_stereo_wrapper_with_volume
export VERILOG_FILES = /design/flow/design.v
export SDC_FILE = /design/flow/constraint.sdc
export NUM_CORES = 4
export LEC_CHECK = 1
export CORE_UTILIZATION = 30
export SYNTH_MEMORY_MAX_BITS = 65536
==> ./constraint.sdc <==
current_design polyphase_stereo_wrapper_with_volume

set clk_period 12.9
set clk_io_pct 0.2

create_clock -name clk0 -period $clk_period [get_ports {clk}]

set non_clock_inputs [all_inputs -no_clocks]
set_input_delay [expr $clk_period * $clk_io_pct] -clock clk0 $non_clock_inputs
set_output_delay [expr $clk_period * $clk_io_pct] -clock clk0 [all_outputs]
==> ./design.v <==
module coeff_rom (
    input wire [3:0] phase,       
    input wire [2:0] tap_index,   
    output reg signed [15:0] coeff
);
    always @(*) begin
        case (phase)
            4'd0: case (tap_index)
                0: coeff = 16'sd218;   1: coeff = -379;   2: coeff = -2418;  3: coeff = 9643;
                4: coeff = 20288;      5: coeff = 6490;   6: coeff = -953;   7: coeff = -120;
            endcase
            4'd1: case (tap_index)
                0: coeff = 216;    1: coeff = -483;   2: coeff = -2134;  3: coeff = 10584;
                4: coeff = 19996;  5: coeff = 5695;   6: coeff = -1022;  7: coeff = -84;
            endcase
            4'd2: case (tap_index)
                0: coeff = 211;    1: coeff = -582;   2: coeff = -1810;  3: coeff = 11502;
                4: coeff = 19642;  5: coeff = 4927;   6: coeff = -1072;  7: coeff = -49;
            endcase
            4'd3: case (tap_index)
                0: coeff = 203;    1: coeff = -676;   2: coeff = -1447;  3: coeff = 12394;
                4: coeff = 19229;  5: coeff = 4185;   6: coeff = -1104;  7: coeff = -16;
            endcase
            4'd4: case (tap_index)
                0: coeff = 193;    1: coeff = -764;   2: coeff = -1045;  3: coeff = 13257;
                4: coeff = 18758;  5: coeff = 3472;   6: coeff = -1119;  7: coeff = 16;
            endcase
            4'd5: case (tap_index)
                0: coeff = 179;    1: coeff = -844;   2: coeff = -605;   3: coeff = 14088;
                4: coeff = 18233;  5: coeff = 2790;   6: coeff = -1119;  7: coeff = 46;
            endcase
            4'd6: case (tap_index)
                0: coeff = 163;    1: coeff = -917;   2: coeff = -128;   3: coeff = 14884;
                4: coeff = 17656;  5: coeff = 2139;   6: coeff = -1103;  7: coeff = 74;
            endcase
            4'd7: case (tap_index)
                0: coeff = 145;    1: coeff = -980;   2: coeff = 386;    3: coeff = 15641;
                4: coeff = 17030;  5: coeff = 1520;   6: coeff = -1074;  7: coeff = 100;
            endcase
            4'd8: case (tap_index)
                0: coeff = 124;    1: coeff = -1033;  2: coeff = 936;    3: coeff = 16357;
                4: coeff = 16357;  5: coeff = 936;    6: coeff = -1033;  7: coeff = 124;
            endcase
            4'd9: case (tap_index)
                0: coeff = 100;    1: coeff = -1074;  2: coeff = 1520;   3: coeff = 17030;
                4: coeff = 15641;  5: coeff = 386;    6: coeff = -980;   7: coeff = 145;
            endcase
            4'd10: case (tap_index)
                0: coeff = 74;     1: coeff = -1103;  2: coeff = 2139;   3: coeff = 17656;
                4: coeff = 14884;  5: coeff = -128;   6: coeff = -917;   7: coeff = 163;
            endcase
            4'd11: case (tap_index)
                0: coeff = 46;     1: coeff = -1119;  2: coeff = 2790;   3: coeff = 18233;
                4: coeff = 14088;  5: coeff = -605;   6: coeff = -844;   7: coeff = 179;
            endcase
            4'd12: case (tap_index)
                0: coeff = 16;     1: coeff = -1119;  2: coeff = 3472;   3: coeff = 18758;
                4: coeff = 13257;  5: coeff = -1045;  6: coeff = -764;   7: coeff = 193;
            endcase
            4'd13: case (tap_index)
                0: coeff = -16;    1: coeff = -1104;  2: coeff = 4185;   3: coeff = 19229;
                4: coeff = 12394;  5: coeff = -1447;  6: coeff = -676;   7: coeff = 203;
            endcase
            4'd14: case (tap_index)
                0: coeff = -49;    1: coeff = -1072;  2: coeff = 4927;   3: coeff = 19642;
                4: coeff = 11502;  5: coeff = -1810;  6: coeff = -582;   7: coeff = 211;
            endcase
            4'd15: case (tap_index)
                0: coeff = -84;    1: coeff = -1022;  2: coeff = 5695;   3: coeff = 19996;
                4: coeff = 10584;  5: coeff = -2134;  6: coeff = -483;   7: coeff = 216;
            endcase
            default: coeff = 16'sd0;
        endcase
    end
endmodule
module polyphase_stereo_wrapper_with_volume (
    input  wire clk,
    input  wire reset_n,
    input  wire signed [15:0] sample_L,
    input  wire signed [15:0] sample_R,
    input  wire               valid_L,
    input  wire               valid_R,
    input  wire [7:0] volume,    
    input  wire       mute,      
    output reg signed [15:0] out_L,
    output reg signed [15:0] out_R,
    output reg               valid_out
);
    wire signed [15:0] up_L, up_R;
    wire valid_up_L, valid_up_R;
    polyphase_upsampler up_left (
        .clk(clk),
        .reset_n(reset_n),
        .in_sample(sample_L),
        .valid_in(valid_L),
        .out_sample(up_L),
        .valid_out(valid_up_L)
    );
    polyphase_upsampler up_right (
        .clk(clk),
        .reset_n(reset_n),
        .in_sample(sample_R),
        .valid_in(valid_R),
        .out_sample(up_R),
        .valid_out(valid_up_R)
    );
    wire signed [23:0] scaled_L = (mute) ? 0 : (up_L * volume);
    wire signed [23:0] scaled_R = (mute) ? 0 : (up_R * volume);
    always @(posedge clk) begin
        if (!reset_n) begin
            out_L <= 0;
            out_R <= 0;
            valid_out <= 0;
        end else if (valid_up_L && valid_up_R) begin
            out_L <= scaled_L >>> 8;
            out_R <= scaled_R >>> 8;
            valid_out <= 1;
        end else begin
            valid_out <= 0;
        end
    end
endmodule
module polyphase_upsampler (
    input wire clk,
    input wire reset_n,
    input wire signed [15:0] in_sample,
    input wire               valid_in,      
    output reg signed [15:0] out_sample,
	 output reg valid_out
);
    parameter UPSAMPLE_NUM = 274;
    parameter UPSAMPLE_DEN = 170;  
    reg [15:0] phase_accum = 0;
    wire [3:0] phase_index = phase_accum[15:12];  
    reg signed [15:0] sample_buf [0:7];
    reg [2:0] wr_ptr = 0;
    wire signed [15:0] coeff;
    reg [2:0] tap_index;
    coeff_rom coeffs (
        .phase(phase_index),
        .tap_index(tap_index),
        .coeff(coeff)
    );
    reg signed [31:0] acc = 0;
    reg [2:0] mac_ptr = 0;
    reg [2:0] rd_index = 0;
    reg signed [15:0] sample_val;
    reg mac_active = 0;
    always @(posedge clk) begin
			valid_out <= 0;
        if (!reset_n) begin
            wr_ptr <= 0;
            mac_ptr <= 0;
            phase_accum <= 0;
            mac_active <= 0;
            acc <= 0;
            out_sample <= 0;
        end else begin
            if (valid_in) begin
                sample_buf[wr_ptr] <= in_sample;
                wr_ptr <= wr_ptr + 1;
                phase_accum <= phase_accum + UPSAMPLE_NUM;
            end
            if (!mac_active && (phase_accum >= UPSAMPLE_DEN)) begin
                mac_active <= 1;
                mac_ptr <= 0;
                acc <= 0;
            end
            if (mac_active) begin
                tap_index <= mac_ptr;
                rd_index <= wr_ptr - mac_ptr - 1;
                sample_val <= sample_buf[rd_index & 3'b111];
                acc <= acc + sample_val * coeff;
                mac_ptr <= mac_ptr + 1;
                if (mac_ptr == 7) begin
							valid_out <= 1;
							mac_active <= 0;
							out_sample <= acc[30:15];   
							phase_accum <= phase_accum - UPSAMPLE_DEN;
                end
            end
        end
    end
endmodule
==> results.sh <==
# physical design summary
export IMPL_ff2ff_path_depth=28
export IMPL_syn_inst=5484
export IMPL_fp_util_pct=30.3
export IMPL_io_buffers=77
export IMPL_groute_usage_overall_pct=16.6
export IMPL_crit_family="adder cells"
export IMPL_ys_seq_share_pct=31.4
export IMPL_dr_pass1_iters=18
export IMPL_crit_path_end_kind="register"
export IMPL_ctsResizeCount=0
export IMPL_max_freq_mhz=112
export IMPL_hp_start="out_L[14]"
export IMPL_clkTransAtPathRegs_ns=0.06
export IMPL_worstMarginPinSlew_ns=1.06
export IMPL_rsz0062_at_grt="false"
export IMPL_whs_endpoint="out_L[14]"
export IMPL_status="completed"
export IMPL_yosys_cell_types_count=96
export IMPL_root_buffer="clkbuf_16"
export IMPL_drt_wl_total_mm=148
export IMPL_cts_made_buffers=81
export IMPL_crit_type="reg2reg"
export IMPL_crit_path_max_incr_delay_ns=0.83
export IMPL_ys_async_sr_fraction_pct=0
export IMPL_coreArea_mm2=0.188
export IMPL_synth_edff_count=300
export IMPL_top_area_share_pct=25.9
export IMPL_fillers=18697
export IMPL_instances_no_fill=8046
export IMPL_dieHeight_um=438
export IMPL_max_slew_margin_rel_pct=29.0
export IMPL_ctsHoldBuffers=0
export IMPL_fin_crit_sh_pct=69.3
export IMPL_crit_required_ns=13.49
export IMPL_cts_tree="built"
export IMPL_crit_buf_inv=5
export IMPL_r2r_end="up_right.acc[29]"
export IMPL_post_cts_buffers=0
export IMPL_synth_area_mm2=0.0570
export IMPL_die_x_um=438
export IMPL_cp_arrival_ns=9.52
export IMPL_antenna_found_initial=8
export IMPL_r2r_start="up_right.phase_accum[12]"
export IMPL_rows=159
export IMPL_grt_max_degree=64
export IMPL_cp_max_fo=63
export IMPL_top_cells_by_area="fa_1 (26%), edfxtp_1 (16%), dfxtp_1 (16%), ha_1 (6.7%), inv_1 (5.9%)"
export IMPL_drtIter0Drc=2147
export IMPL_fin_crit_ns=8.94
export IMPL_gr_total_overflow=0
export IMPL_clock_latency_late_pin_ns=0.70
export IMPL_synth_flop_count=743
export IMPL_reg2reg_slack_ns=3.96
export IMPL_h_tree_depth=3
export IMPL_drc=0
export IMPL_openroad_warnings=45
export IMPL_pre_cts_ws_ns=4.09
export IMPL_common_cells="inv_1 (889), fa_1 (738), nand2_1 (592)"
export IMPL_synth_largest_area_cell="fa_1"
export IMPL_io_pins=78
export IMPL_hpwl_mm=111
export IMPL_hp_class="reg2reg"
export IMPL_setup_tns_ns=0
export IMPL_post_drt_via_cell_ratio=4.71
export IMPL_cp_common_cell="fa_1"
export IMPL_yosysCellCount=5484
export IMPL_areaGrowthSynthToFinish_pct=11.4
export IMPL_ys_chip_area_mm2=0.0570
export IMPL_die_area_mm2=0.192
export IMPL_hold_viol=0
export IMPL_grt_pass1_vias=40322
export IMPL_flop_cell="dfxtp_1"
export IMPL_postRouteAntennaNets=0
export IMPL_grt_first_pass_wirelength_mm=237
export IMPL_cp_slowest_cell="fa_1"
export IMPL_syn_mean_instance_area_um2=10.4
export IMPL_critPathLaunchType="register"
export IMPL_setup_viol=0
export IMPL_maxSlewViolCount=0
export IMPL_via_count=37881
export IMPL_layout_drive_gt1_share_pct=7.39
export IMPL_detail_route_wl_per_cell_um=18.3
export IMPL_cts_sinks=743
export IMPL_gp_congestion=0.967
export IMPL_finClkSkew_ns=0.0530
export IMPL_hold_depth=2
export IMPL_synthMostInstantiatedCell="inv_1"
export IMPL_fin_ws_ns=3.96
export IMPL_yosys_warnings=3
export IMPL_clockBufferDepth=3
export IMPL_dp_cells=7894
export IMPL_maxCapViolCount=0
[cell families after synthesis]
| kind of cell | count (synthesis) | share of synthesized area, % |
|---|---|---|
| flops | 743 | 31.4 |
| xor+xnor | 131 | 2.01 |
| fa+ha+maj | 1044 | 32.7 |
| mux | 171 | 4.59 |
| simple gates | 1584 | 13.6 |
| compound gates | 650 | 7.98 |
| buf+inv | 1161 | 7.82 |
[worst max path at each step]
stage,cells past startpoint,end,start
finish,28,up_right.acc[29],up_right.phase_accum[12]
CTS,28,up_right.acc[28],up_right.phase_accum[12]
global route,28,up_right.acc[28],up_right.phase_accum[12]
[final cells by class]
class / instances / area (um2) / share of cell area, %
antenna: 2 / 5.00 / 0.00789
clock buffer: 107 / 2280 / 3.59
clock inverter: 43 / 561 / 0.883
inverter: 897 / 3370 / 5.31
multi-input combinational: 3580 / 34700 / 54.7
sequential: 743 / 17900 / 28.2
tap: 2495 / 3120 / 4.92
timing repair buffer: 179 / 1530 / 2.42
[placed cells by master (no fill, tap or decap), drive strengths merged, types with 16 or more instances in the layout]
master / count
xnor2: 80
buf: 103
nor2: 273
clkdlybuf4s50: 76
a21o: 40
edfxtp: 300
a32oi: 20
a21oi: 127
o21bai: 16
mux2: 57
nand2b: 19
nand2: 592
ha: 306
clkinv: 26
o21ai: 112
a31oi: 21
nor2b: 90
and3: 29
o211ai: 16
fa: 738
inv: 901
clkbuf: 107
nand3: 60
o22ai: 18
dfxtp: 443
xor2: 51
a22oi: 76
and2: 411
a22o: 55
nor3: 35
mux2i: 48
mux4: 66
[through the flow]
step / hold WS, ns / utilization [%] / area (um2)
after floorplan: 0.401 / - / 57000
after global placement: 0.446 / 32.2 / 60600
final: 0.459 / 33.7 / 63500
after global routing: 0.484 / 33.7 / 63500
after CTS: 0.461 / 33.7 / 63500
after detailed placement: 0.449 / 32.2 / 60600
[worst register-to-register path, delay by kind of cell (launching register included)]
family | cells | cell delay, ns
AND-OR/OR-AND | 11 | 2.32
buffers and inverters | 5 | 0.85
AND/OR/NAND/NOR | 5 | 1.63
adder cells (fa/ha/maj) | 7 | 3.71
flip-flops | 1 | 0.31
[layer usage]
metal  track usage, %  vias to the layer above  wire length (um)
met1             23.9                    18746             64800
met2             24.8                     1250             65600
met5                0                        -                41
met3             6.12                      194             13400
met4             3.56                        6              3730
li1                 -                    17685                 -
